$ cat /design/flow/run.sh
#!/bin/bash
# OpenROAD 26Q1-2900-gdf79404cd8, Yosys 0.63+post, stock flow scripts
make -C /OpenROAD-flow-scripts/flow DESIGN_CONFIG=/design/flow/config.mk WORK_HOME=/design/flow/orfs finish
$ cat /design/flow/config.mk
export PLATFORM = sky130hd
export DESIGN_NAME = Topmodule
export DESIGN_NICKNAME = Topmodule
export VERILOG_FILES = /design/flow/design.v
export SDC_FILE = /design/flow/constraint.sdc
export NUM_CORES = 4
export LEC_CHECK = 1
export CORE_AREA = 10 10 96 96
export DIE_AREA = 0 0 106 106
$ cat /design/flow/constraint.sdc
current_design Topmodule

set clk_period 3.7
set clk_io_pct 0.2

create_clock -name clk0 -period $clk_period [get_ports {CLK1}]

set non_clock_inputs [all_inputs -no_clocks]
set_input_delay [expr $clk_period * $clk_io_pct] -clock clk0 $non_clock_inputs
set_output_delay [expr $clk_period * $clk_io_pct] -clock clk0 [all_outputs]
$ cat /design/flow/design.v
module ALU(
    input [3:0] A,
    input [3:0] B,
    input clk,
    output [3:0] S,
    output ZF    
);
    wire c1,c2,c3,c4;   
    wire Din;
    HA ha1(A[0],B[0],S[0],c1);
    FA fa1(A[1],B[1],c1,S[1],c2);
    FA fa2(A[2],B[2],c2,S[2],c3);
    FA fa3(A[3],B[3],c3,S[3],c4);
    assign Din = (~S[0]) & (~S[1]) & (~S[2]) & (~S[3]);
    DtypeFF dff1(Din,clk,ZF);
endmodule
module CPU(
    input inclk,
    input [3:0] In,
    output [3:0] HEX
);
    wire L0,L1,L2,L3,HLT,ZF;
    wire [1:0] S0;
    wire [1:0] S1;
    wire [3:0] MUXout1;
    wire [3:0] MUXout2;
    wire [3:0] SUM;
    wire [3:0] RegOut1;
    wire [3:0] RegOut2;
    wire [3:0] PCOut;
    wire [7:0] ROMOut;
    wire [3:0] Im;
    assign clk = inclk;
    ALU alu1(MUXout1,MUXout2,clk,SUM,ZF);
    REG4BIT reg41(SUM,clk,L0,RegOut1);
    REG4BIT reg42(SUM,clk,L1,RegOut2);
    REG4BIT reg43(SUM,clk,L2,HEX);
    PC pc1(SUM,clk,L3,PCOut);
    ROM rom1(PCOut,ROMOut);
    DECODER deco1(ROMOut,ZF,Im,S0,S1,L0,L1,L2,L3,HLT);
    MUX4BIT4IN m81(RegOut1,RegOut2,In,4'b0000,S0,MUXout1);
    MUX4BIT4IN m82(RegOut1,RegOut2,Im,4'b0000,S1,MUXout2);
endmodule
module DECODER(
    input [7:0] A,
    input ZF,
    output [3:0] Im,
    output [1:0] S0,
    output [1:0] S1,
    output L0,
    output L1,
    output L2,
    output L3,
    output HLT
);
    assign Im = A[3:0];
    assign S0[0] = ( A[5] | (~A[6]) | (~A[7]) ) & A[4];
    assign S0[1] = A[5];
    assign S1[0] = ( (~A[5])&A[7] ) | ( (~A[4])&A[6] ) | ( (~A[4])&A[5] ) | ( A[4] & (~A[5]) & (~A[6]) );
    assign S1[1] = A[5] | (~A[6]) | (~A[7]);
    assign L0 = ( (~A[6])&(~A[7]) ) | ( (~A[4])&A[6]&A[7] );
    assign L1 = ( (~A[7])&A[6] ) | ( A[4] & (~A[5]) & A[6] );
    assign L2 =  (~A[5]) & (~A[6]) & A[7];
    assign L3 = ( A[5]&A[6]&A[7]&(~ZF) ) | ( A[4]&A[5]&(~A[6])&A[7] );
    assign HLT = (~A[4]) & A[5] & A[7];
endmodule
module DtypeFF(
    D, clk, Q
);
input D, clk;
output Q;
reg Q=0;
always@(posedge clk)begin
    Q <= D; 
end
endmodule
module FA(
    a, b, carry_in, sum, carry_out
);
input a;
input b;
input carry_in;
output sum;
output carry_out;
wire sum1;
wire carry1;
wire carry2;
HA half1 (a, b, sum1, carry1);
HA half2 (carry_in, sum1, sum, carry2);
assign carry_out = carry1 | carry2;
endmodule
module HA(
    input A,
    input B,
    output S,    
    output C     
);
    assign S = A^B;  
    assign C = A&B;  
endmodule
module MUX2BIT(
    input A,
    input B,
    input S,     
    output O
);
    assign O = (A&(~S)) | (B&S);
endmodule
module MUX4BIT2IN(
    input [3:0] A,
    input [3:0] B,
    input S,     
    output [3:0] O
);
    MUX2BIT m21(A[0],B[0],S,O[0]);
    MUX2BIT m22(A[1],B[1],S,O[1]);
    MUX2BIT m23(A[2],B[2],S,O[2]);
    MUX2BIT m24(A[3],B[3],S,O[3]);
endmodule
module MUX4BIT4IN(
    input [3:0] A,
    input [3:0] B,
    input [3:0] C,
    input [3:0] D,
    input [1:0] S,     
    output [3:0] O
);
    wire [3:0]MUX1;
    wire [3:0]MUX2;
    wire SA;
    assign SA = S[0] & S[1];
    MUX4BIT2IN m41(A,B,S[0],MUX1);
    MUX4BIT2IN m42(MUX1,C,S[1],MUX2);
    MUX4BIT2IN m43(MUX2,D,SA,O);
endmodule
module PC(
    A,clk,ctrl,O
);
    input [3:0] A;
    input clk;
    input ctrl;
    output [3:0] O;
    reg [3:0] O = 4'b0000;
    always @(posedge clk) begin
        if (ctrl) begin
            O <= A;
        end else if (O != 4'b0111) begin
            O <= O+4'b0001; 
        end
    end
endmodule
module REG4BIT(
    input [3:0] A,
    input clk,
    input ctrl,
    output [3:0] O
);
    wire [3:0] Mout;
    MUX4BIT2IN m44(O,A,ctrl,Mout);
    DtypeFF dff2(Mout[0],clk,O[0]);
    DtypeFF dff3(Mout[1],clk,O[1]);
    DtypeFF dff4(Mout[2],clk,O[2]);
    DtypeFF dff5(Mout[3],clk,O[3]);
endmodule
module ROM(
    input [3:0] A,
    output [7:0] Out
);
    reg[7:0] D = 0;
    assign Out = D;
    always @* begin  
        case (A)
            4'b0000: D = 8'h30;  
            4'b0001: D = 8'h30;  
            4'b0010: D = 8'h60;  
            4'b0011: D = 8'hc0;  
            4'b0100: D = 8'h5f;  
            4'b0101: D = 8'hf3;  
            4'b0110: D = 8'h80;  
            4'b0111: D = 8'ha0;  
            default: D = 8'h00;
        endcase
    end
endmodule
module m_seven_segment(input [3:0] idat,output [7:0] odat);
    function [7:0] LedDec;
      input [3:0] num;
      begin
         case (num)
           4'h0:        LedDec = 8'b11000000;   
           4'h1:        LedDec = 8'b11111001;   
           4'h2:        LedDec = 8'b10100100;   
           4'h3:        LedDec = 8'b10110000;   
           4'h4:        LedDec = 8'b10011001;   
           4'h5:        LedDec = 8'b10010010;   
           4'h6:        LedDec = 8'b10000010;   
           4'h7:        LedDec = 8'b11111000;   
           4'h8:        LedDec = 8'b10000000;   
           4'h9:        LedDec = 8'b10011000;   
           4'ha:        LedDec = 8'b10001000;   
           4'hb:        LedDec = 8'b10000011;   
           4'hc:        LedDec = 8'b10100111;   
           4'hd:        LedDec = 8'b10100001;   
           4'he:        LedDec = 8'b10000110;   
           4'hf:        LedDec = 8'b10001110;   
           default:     LedDec = 8'b11111111;   
         endcase
      end 
    endfunction
	assign odat=LedDec(idat);
endmodule
module Topmodule(
	input 		          		CLK1,
	input 		          		CLK2,
	output		     [7:0]		HEX0,
	output		     [7:0]		HEX1,
	output		     [7:0]		HEX2,
	output		     [7:0]		HEX3,
	output		     [7:0]		HEX4,
	output		     [7:0]		HEX5,
	input 		     [1:0]		BTN,
	output		     [9:0]		LED,
	input 		     [9:0]		SW
);
	wire [7:0] disp;	 
	wire [3:0] result;	 
	CPU cpu1(CLK1,SW[3:0],result);
	m_seven_segment seg1(result,disp);
    assign LED=SW;
	assign HEX0=disp;
	assign HEX1=8'hff;
	assign HEX2=8'hff;
	assign HEX3=8'hff;
	assign HEX4=8'hff;
	assign HEX5=8'hff;
endmodule
==> results.py <==
# Physical implementation metrics
metrics = {
    "run_status": {
        "outcome": "complete, no violations",
    },
    "clocking": {
        "clk_latency_ps": 250,
        "cts_tree": "built",
        "clock_path_buffers": 2,
        "clk_root_buffer_cell": "clkbuf_8",
        "htreeDepth": 1,
        "cts_buffers": 3,
        "cts_sinks": 17,
        "cts_resized": 0,
        "clk_pin_slew_worst_paths_ps": 60,
        "hold_buffers": 0,
        "postCtsSetupBuffers": 0,
    },
    "sta": {
        "finalClockPeriodUsage_pct": 91.5,
        "drv_slew": 0,
        "setup_viol": 0,
        "totalNegativeSetupSlack_ps": 0,
        "post-route-min-period_ps": 3390,
        "max_freq_mhz": 295,
        "tightest_slew_ps": 871,
        "rsz0062_at_grt": "no",
        "final_hold_viol_count": 0,
        "max_slew_margin_pct": 41.4,
        "skew_ps": 4.27,
    },
    "place": {
        "dp_hpwl_mm": 2.50,
        "dp.cells": 282,
        "gp_congestion": 0.807,
        "io_buffer_count": 15,
        "placed_cell_area_um2": 1780,
    },
    "setup_path": {
        "startpoint_type": "flip-flop",
        "cp_max_fo": 6,
        "cp_cell_sequence": "ha_1 -> nor2b_2 -> o21a_4 -> nor3b_1 -> a21oi_1 -> o22ai_1 -> ha_1 -> fa_1 -> inv_1 -> fa_1 -> xnor3_2 -> mux2_2",
        "max_stage_delay_ps": 470,
        "required_ps": 3700,
        "crit_family": "adder cells",
        "path_buffers": 1,
        "worst-setup-path-type": "reg2reg",
        "cpMaxStageDelayCell": "edfxtp_1",
        "r2r-start": "cpu1.pc1.O[0]",
        "crit_start": "cpu1.pc1.O[0]",
        "crit_path_end_kind": "flip-flop",
        "arrival_ps": 3390,
    },
    "yosys": {
        "synth_cell_type_count": 40,
        "syn-cell-area_um2": 1700,
        "synthArstFlopShare_pct": 0,
        "synth_chip_area_um2": 1700,
        "ys.flop_type": "edfxtp_1",
        "syn-instance-count": 177,
        "synth_flops": 17,
        "yosysCellCount": 177,
        "synth_warnings": 5,
        "avgSynthCellArea_um2": 9.63,
        "edf_count": 16,
        "ys_seq_share_pct": 29.4,
    },
    "final_layout": {
        "drive_gt1_share_pct": 10.7,
        "postLayoutCellArea_um2": 1830,
        "fillers": 786,
        "area_growth_pct": 7.20,
        "layout.cells.non_filler": 286,
    },
    "route": {
        "postRouteAntennaNets": 0,
        "dr.pass1.iters": 4,
        "drt-wirelength-per-cell_um": 10.7,
        "drc": 0,
        "routed_wl_mm": 3.05,
        "dr_total_vias": 1094,
        "antenna_cells": 0,
        "vias_per_cell": 3.83,
        "first_iter_violations": 33,
    },
    "grt": {
        "grt_max_degree": 13,
        "globalRouteTotalUtil_pct": 5.22,
        "grt_pass1_vias": 1135,
        "antenna_found_initial": 0,
        "grt_pass1_wl_mm": 5.15,
        "overflow": 0,
    },
    "job": {
        "warnings": 35,
        "drv_cap": 0,
    },
    "power_and_ir_drop": {
        "p_leak_uw": 0.000751,
        "vdd_ir_drop_max_v": 0.000184,
        "power_density_nw_per_um2": 942,
    },
    "floorplanning": {
        "fp_util_pct": 23.6,
        "die_w_um": 106,
        "core_region_area_um2": 7210,
        "placementRows": 31,
        "io-pin-count": 72,
        "die_area_um2": 11200,
        "dieHeight_um": 106,
    },
    "hold_path": {
        "min-delay-start": "cpu1.pc1.O[0]",
        "min_path_type": "reg2reg",
    },
}
-- layout make-up --
type	instances	area [µm²]	share of cell area [%]
clock buffers	4	45.0	2.47
inverters	8	30.0	1.64
multi-input cells	135	917	50.2
flip-flops and latches	17	500	27.4
well taps	99	124	6.78
repair buffers	23	210	11.5
-- worst paths after layout --
check	to	slack, ps	depth (start not counted)
worst max register to register	cpu1.pc1.O[3]	310	12
worst min-delay path	cpu1.pc1.O[0]	700	1
worst min register to register	cpu1.pc1.O[0]	700	1
worst max-delay path	cpu1.pc1.O[3]	310	12
-- cell usage after synthesis (3+ instances only) --
library cell,n,area [µm²]
a21oi_1,10,50.1
buf_4,51,383
clkbuf_1,5,18.8
edfxtp_1,16,480
ha_1,11,138
inv_1,7,26.3
mux2_2,3,33.8
mux2i_1,9,90.1
nand2_1,9,33.8
nand2b_1,3,18.8
nor2_1,7,26.3
nor3b_1,6,45.0
o21ai_0,6,30.0
o22ai_1,5,31.3
-- layout by cell type (no fill, tap or decap), types with 2 or more instances in the layout --
| cell | netlist | final |
|---|---|---|
| fa_1 | 2 | 2 |
| nor2_1 | 7 | 7 |
| ha_1 | 11 | 11 |
| buf_4 | 51 | 8 |
| a21oi_1 | 10 | 10 |
| edfxtp_1 | 16 | 16 |
| mux2i_1 | 9 | 9 |
| nand2_1 | 9 | 9 |
| conb_1 | 1 | 41 |
| inv_1 | 7 | 7 |
| nor3b_1 | 6 | 6 |
| clkdlybuf4s50_1 | 0 | 15 |
| mux2_2 | 3 | 3 |
| o22ai_1 | 5 | 5 |
| nand2b_1 | 3 | 3 |
| o31ai_1 | 2 | 2 |
| o211ai_1 | 2 | 2 |
| clkbuf_8 | 0 | 3 |
| o21ai_0 | 6 | 6 |
-- power by group --
group          total (µW)  internal, µW  switching (µW)
Clock                 136          76.3            59.9
Combinational        1050           516             535
Sequential            533           420             113
Total                1720          1010             708
-- metal layers --
metal / GRT usage (%) / vias up / share of wire (%) / wire (µm)
met5: 0 / - / 0 / 0
met4: 0.967 / 0 / 0.95 / 29
met3: 0.917 / 2 / 5.2 / 158
met2: 8.35 / 46 / 47 / 1440
met1: 7.35 / 504 / 47 / 1430
li1: - / 542 / - / -
-- cell families (layout without fill, tap and decap cells) --
kind of cell	after synthesis	after routing	synth area share [%]
buffers and inverters	65	35	25.6
AOI/OAI and AO/OA	30	30	11.2
xor gates and xnor gates	2	2	1.91
other	1	41	0.220
and+or+nand+nor	35	35	11.3
muxes	14	14	9.91
DFF	17	17	29.4
adders and majority gates	13	13	10.4
-- per-stage QoR --
stage | hold slack (ps) | power [µW] | util [%] | worst slack, ps
global route | 776 | 1900 | 25.3 | 99.3
global placement | 673 | 1600 | 24.7 | 307
CTS | 699 | 1740 | 25.3 | 317
floorplan | 621 | 1240 | - | 36.3
detailed placement | 683 | 1600 | 24.7 | 333
finish | 695 | 1720 | 25.3 | 315
Power is estimated from default activity; no workload was simulated.
