**design/flow/config.mk**
```make
export PLATFORM = sky130hd
export DESIGN_NAME = PCold
export DESIGN_NICKNAME = PCold
export VERILOG_FILES = /design/flow/design.v
export SDC_FILE = /design/flow/constraint.sdc
export NUM_CORES = 4
export LEC_CHECK = 1
export CORE_AREA = 10 10 70 70
export DIE_AREA = 0 0 80 80
```
**design/flow/constraint.sdc**
```tcl
current_design PCold

set clk_period 1.6
set clk_io_pct 0.2

create_clock -name clk0 -period $clk_period [get_ports {clk}]

set non_clock_inputs [all_inputs -no_clocks]
set_input_delay [expr $clk_period * $clk_io_pct] -clock clk0 $non_clock_inputs
set_output_delay [expr $clk_period * $clk_io_pct] -clock clk0 [all_outputs]
```
**design/flow/design.v**
```verilog
module DFF(
    D, clk, Q
);
input D, clk;
output Q;
reg Q=0;
always@(posedge clk)begin
    Q <= D; 
end
endmodule
module MUX2BIT(
    input A,
    input B,
    input S,     
    output O
);
    assign O = (A&(~S)) | (B&S);
endmodule
module PCold(
    input [3:0] A,
    input clk,
    input ctrl,
    output [3:0]O
);
    wire [3:0] MO;   
    wire [3:0] MI;   
    MUX2BIT m25(MI[0],A[0],ctrl,MO[0]);
    MUX2BIT m26(MI[1],A[1],ctrl,MO[1]);
    MUX2BIT m27(MI[2],A[2],ctrl,MO[2]);
    MUX2BIT m28(MI[3],A[3],ctrl,MO[3]);
    DFF dff6(MO[0],clk,O[0]);
    DFF dff7(MO[1],clk,O[1]);
    DFF dff8(MO[2],clk,O[2]);
    DFF dff9(MO[3],clk,O[3]);
    assign MI[0] = ~O[0];
    assign MI[1] = O[0]^O[1];
    assign MI[2] = ((~O[0]) & O[2]) | ((~O[1]) & O[2]) | (O[0]&O[1]&(~O[2]));  
    assign MI[3] = ((~O[0]) & O[3]) | ((~O[1]) & O[3]) | ((~O[2]) & O[3]) | (O[0]&O[1]&O[2]&(~O[3]));
endmodule
```
**design/flow/run.sh**
```bash
#!/bin/bash
# OpenROAD 26Q1-2900-gdf79404cd8, Yosys 0.63+post, stock flow scripts
make -C /OpenROAD-flow-scripts/flow DESIGN_CONFIG=/design/flow/config.mk WORK_HOME=/design/flow/orfs finish
```
==> summary.txt <==
run metrics: share of cells above drive strength 1=0.179, # hold bufs at CTS=0, P_leak=approximately 0.12 nW, TritonRoute pass-1 iters=4, Sink Count=4, maximum VDD drop=0.366 mV, post-CTS setup repair buffer count=0, area share, top type=0.408, Clk Latency, worst-skew pair=0.24 ns, Resize count post-CTS=0, cell taking the most area after synthesis=dfxtp_1, Crit-path slowest cell=clkdlybuf4s50_1, crit end category=output pin, R2R Path End=dff7.Q, worst r2r path cells=2, cell count after synthesis=20, core area=~3400 sq um, max cap viols=0, # diodes=0, Yosys chip area=196 sq um, setup TNS=0 ns, unrepaired setup endpoints after global routing=no, Total Power=326 uW, CTS tree=built, outcome=completed, Finished Cell Area=337 sq um, DR vias=175, initial antenna violation count=0, largest net degree at the start of global routing=9, DR WL/cell=7.92 um, Final Critical Period=roughly 1.5 ns, mapped cell area=196 sq um, clock root buffer=clkbuf_4, Worst setup SP type=register, Final ANT Viol Nets=0, die area=~6400 sq um, Worst-Margin Slew=between 0.2 and 0.3 ns, Clock Path Buffers=2, final hold violations=0, Max Slew Vio Count=0, Reg2Reg Launch Point=dff6.Q, fin crit share=0.911, Worst slew margin=0.826, Area growth syn-to-layout=71.3%, # rows=21, chip height=80 um, yosys stat cell total=20, pre-CTS setup slack=0.182 ns, final worst slack=0.142 ns, io pins=10, H-tree depth=1, HP Class=reg2reg, Yosys reg bits=4, power per cell area=about 970 nW/um^2, top post-synthesis cells by area=dfxtp_1, buf_4, ha_1, placed cell count=71, worst-path fanout max=4, vias in the first global route=195, Max Fclk=approximately 0.69 GHz, Setup CP Type=reg2out, Iter 0 DRT Violations=5, Fin Hold WS=0.496 ns, Worst Hold Path EP=dff6.Q, DR vias/cell=approximately 2.4, Die X=80 um, GPL Wtd Cong=0.658, crit path DRT=about 1.3 ns, Seq/Total Area, Yosys=0.408, Warnings, synthesis=1, WL final=586 um, Overall Global Routing Usage=0.0204, Floorplan Utilization=0.0575, Final Instance Count excl. Fillers=about 74, Buf/Inv on CP=1, Setup Skew=~0.00026 ns, drt drc=0, Worst R2R Setup Slack=between 0.6 and 0.7 ns, GRT overflow=0, CTS buffer count=3, Core Util, Final=0.0985, Arr. time, crit path=1.14 ns, Reg clk slew, reported paths=0.04 ns, first-pass GRT wire length=938 um, count of input and output buffers=9, Synth cell types=12, post-place instance area=~310 sq um, CP Cell Sequence=clkdlybuf4s50_1, tool warnings=25, CP max stage delay=0.51 ns, final setup vio count=0, Worst path top cell family by delay=buffers and inverters, Mean Syn Cell Area=a little under 10 sq um, Worst Hold Launch=dff6.Q, worst hold stages=1
## layer usage
| layer | GRT usage | part of all wire | vias to the layer above |
|---|---|---|---|
| li1 | - | - | 82 |
| met1 | 0.0272 | 0.58 | 75 |
| met2 | 0.0193 | 0.24 | 13 |
| met3 | 0.0216 | 0.16 | 5 |
| met4 | 0.00704 | 0.029 | 0 |
| met5 | 0 | 0 | - |
## registers in the layout (all words and copies together) (netlist names)
register,flops
dff6.Q,1
dff7.Q,1
dff8.Q,1
dff9.Q,1
## cell families after synthesis
family,after synthesis,share of synthesized area
and+or+nand+nor,6,0.191
buffers and inverters,5,0.172
DFF,4,0.408
AOI/OAI and AO/OA,3,0.108
muxes,1,0.0573
adders and majority gates,1,0.0637
## how the worst max path moves through the flow
stage	start	to	slack, ns	cells after the start
after CTS	dff8.Q	O[2]	0.14	1
after global routing	dff6.Q	O[0]	0.11	1
final	dff8.Q	O[2]	0.14	1
## layout make-up
type,count,area (sq um)
Clock buffer,3,22.5
Fill cell,406,3080
Inverter,1,3.75
Multi-Input combinational cell,11,82.6
Sequential cell,4,80.1
Tap cell,46,57.6
Timing Repair Buffer,9,90.1
## synthesized netlist by cell type
cell       instances
ha_1               1
o21ai_0            1
and3_4             1
buf_4              4
inv_1              1
nor2_1             1
o311ai_1           1
o31ai_1            1
mux2_2             1
nand4bb_1          1
dfxtp_1            4
nand2_1            3
## report_power, final
group | internal (mW) | total (mW) | switching, mW
Combinational | 0.0498 | 0.0684 | 0.0186
Clock | 0.0840 | 0.128 | 0.0440
Sequential | 0.115 | 0.129 | 0.0143
Total | 0.249 | 0.326 | 0.0769
## layout by cell type, fill, tap and decap left out
| cell type | count |
|---|---|
| clkdlybuf4s50_1 | 9 |
| dfxtp_1 | 4 |
| nand2_1 | 3 |
| clkbuf_4 | 3 |
| and3_4 | 1 |
| nor2_1 | 1 |
| o31ai_1 | 1 |
| inv_1 | 1 |
| nand4bb_1 | 1 |
| o311ai_1 | 1 |
| o21ai_0 | 1 |
| mux2_2 | 1 |
| ha_1 | 1 |
No activity file was given, so power comes from the tool's default toggle rates.
