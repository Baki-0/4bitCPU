==> ./design.v <==
module m_chattering(input clk,input sw_in,output sw_out);
	reg [15:0] cnt;	 
	reg swreg;			 
	wire iclk;			 
	assign sw_out=swreg;
	always @(posedge clk) begin
		cnt=cnt+1;
	end
	assign iclk=cnt[15];	 
	always @(posedge iclk) begin
		swreg=sw_in;
	end
endmodule
==> ./run.sh <==
#!/bin/bash
# OpenROAD 26Q1-2900-gdf79404cd8, Yosys 0.63+post, stock flow scripts
make -C /OpenROAD-flow-scripts/flow DESIGN_CONFIG=/design/flow/config.mk WORK_HOME=/design/flow/orfs finish
==> ./config.mk <==
export PLATFORM = sky130hd
export DESIGN_NAME = m_chattering
export DESIGN_NICKNAME = m_chattering
export VERILOG_FILES = /design/flow/design.v
export SDC_FILE = /design/flow/constraint.sdc
export NUM_CORES = 4
export LEC_CHECK = 1
export CORE_AREA = 10 10 85 85
export DIE_AREA = 0 0 95 95
==> ./constraint.sdc <==
current_design m_chattering

set clk_period 2.8
set clk_io_pct 0.2

create_clock -name clk0 -period $clk_period [get_ports {clk}]

set non_clock_inputs [all_inputs -no_clocks]
set_input_delay [expr $clk_period * $clk_io_pct] -clock clk0 $non_clock_inputs
set_output_delay [expr $clk_period * $clk_io_pct] -clock clk0 [all_outputs]
==> out/summary.json <==
{
  "outcome": {"value": "complete, no violations"},
  "finalHoldViolCount": {"value": 0},
  "chipHeight": {"value": 95, "unit": "µm"},
  "yosys.area.top_type_share": {"value": 53.0, "unit": "%"},
  "muxShareOfSynthArea": {"value": 0, "unit": "%"},
  "r2r_setup_slack": {"value": 1.55, "unit": "ns"},
  "cts-buffers-inserted": {"value": 3},
  "global_route_wire_length_before_repair": {"value": 1.50, "unit": "mm"},
  "number_of_instances_in_the_synthesized_netlist": {"value": 58},
  "yosys-top-cells-area": {"value": "sky130_fd_sc_hd__dfxtp_1, sky130_fd_sc_hd__xor2_1, sky130_fd_sc_hd__nor4_2"},
  "tritoncts": {"value": "built"},
  "number_of_unconstrained_endpoints": {"value": 2},
  "worst-slew-pin-transition": {"value": 0.329, "unit": "ns"},
  "ao_oa_area_share": {"value": 0, "unit": "%"},
  "path_delay_family": {"value": "simple AND/OR/NAND/NOR gates"},
  "core": {"value": 5470, "unit": "µm²"},
  "clkSlewWorstSetupHoldPaths": {"value": 0.06, "unit": "ns"},
  "drt_pass1_iterations": {"value": 2},
  "most-common-layout-cells": {"value": "sky130_fd_sc_hd__dfxtp_1, sky130_fd_sc_hd__xor2_1, sky130_fd_sc_hd__nand3_1"},
  "slew_viol_final": {"value": 0},
  "timing.fmax": {"value": 797, "unit": "MHz"},
  "capture_instance_of_the_worst_register_to_register_path": {"value": "cnt[15]"},
  "core_util_floorplan": {"value": 11.7, "unit": "%"},
  "antenna_violating_nets_post_route": {"value": 0},
  "grt_max_degree": {"value": 10},
  "post-cts-setup-buffer-count": {"value": 0},
  "xor_share": {"value": 19.1, "unit": "%"},
  "critPathSlowestCell": {"value": "sky130_fd_sc_hd__dfxtp_1"},
  "placedCellCount": {"value": 132},
  "hold_path.startpoint": {"value": "cnt[0]"},
  "relative_slew_slack": {"value": 78.0, "unit": "%"},
  "detail_route.wl_per_cell": {"value": 6.44, "unit": "µm"},
  "syn-mean-instance-area": {"value": 11.1, "unit": "µm²"},
  "worst_setup_path_end_kind": {"value": "register"},
  "yosys-stat-area": {"value": 642, "unit": "µm²"},
  "whs_path_depth": {"value": 1},
  "hold_path.class": {"value": "register to register"},
  "post_route_insts_no_fill": {"value": 135},
  "worstSetupStartpointType": {"value": "register"},
  "clock-skew-final": {"value": 0.00169, "unit": "ns"},
  "detailroute.via_count": {"value": 380},
  "power_per_cell_area": {"value": 494, "unit": "nW/µm²"},
  "final_layout_top_logic_cell": {"value": "sky130_fd_sc_hd__dfxtp_1"},
  "cts.hold.buffers_added": {"value": 0},
  "antennaDiodeCount": {"value": 0},
  "via_per_inst": {"value": 2.81},
  "critPathArrivalTime": {"value": 1.43, "unit": "ns"},
  "max-vdd-ir-drop": {"value": 0.224, "unit": "mV"},
  "cts.path.max_buffers": {"value": 2},
  "log.warning_count": {"value": 25},
  "post_synth_instance_area": {"value": 642, "unit": "µm²"},
  "drt-total-wl": {"value": 870, "unit": "µm"},
  "setup-violations-final": {"value": 0},
  "timing.setup.tns": {"value": 0, "unit": "ns"},
  "ratio_of_cells_with_drive_above_1_in_the_final_layout": {"value": 12.7, "unit": "%"},
  "synthToLayoutAreaGrowth": {"value": 23.6, "unit": "%"},
  "ys_sh_simple": {"value": 24.2, "unit": "%"},
  "critical_path.cell_chain": {"value": "nand3_1 -> nor4_2 -> xor2_1"},
  "chipWidth": {"value": 95, "unit": "µm"},
  "yosysCellCount": {"value": 58},
  "critical_path.reg2reg.startpoint": {"value": "cnt[2]"},
  "worstSkewPairLatency": {"value": 0.24, "unit": "ns"},
  "fin_crit": {"value": 1.25, "unit": "ns"},
  "top_logic_kind": {"value": "simple AND/OR/NAND/NOR gates"},
  "gr-total-overflow": {"value": 0},
  "filler_cell_count": {"value": 616},
  "antenna_found_initial": {"value": 0},
  "num_io_pins": {"value": 3},
  "worst-endpoint-required": {"value": 2.98, "unit": "ns"},
  "max_cap_viol_count": {"value": 0},
  "num_rows": {"value": 27},
  "count_of_unclocked_register_or_latch_pins": {"value": 1},
  "grt_setup_unrepaired": {"value": "no"},
  "cts-root-buf": {"value": "sky130_fd_sc_hd__clkbuf_8"},
  "yosys.area_share.adder": {"value": 1.95, "unit": "%"},
  "gp_congestion": {"value": 0.728},
  "yosys.cell_types.count": {"value": 12},
  "worstSetupPathType": {"value": "register to register"},
  "post_cts.resized_instances": {"value": 0},
  "route.detailed.drc": {"value": 0},
  "yosys_warnings": {"value": 1},
  "synthDominantAreaCellType": {"value": "sky130_fd_sc_hd__dfxtp_1"},
  "dieArea": {"value": 9030, "unit": "µm²"},
  "cp.buffers_inverters": {"value": 0},
  "crit_path_max_fanout": {"value": 7},
  "endpoint_of_the_worst_hold_timing_path": {"value": "cnt[0]"},
  "clock_tree.htree_level_count": {"value": 1},
  "number_of_global_route_vias_before_repair": {"value": 343},
  "synth-seq-cells": {"value": 17},
  "timing.final.crit_share": {"value": 44.8, "unit": "%"},
  "cpPeakStageDelay": {"value": 0.38, "unit": "ns"},
  "initialDrtViolationCount": {"value": 7},
  "port_buffers": {"value": 2},
  "cellLeakagePower": {"value": 0.311, "unit": "nW"},
  "logic_depth_of_the_worst_register_to_register_path": {"value": 3},
  "synth.yosys.seq_area_share": {"value": 53.0, "unit": "%"},
  "global_route.usage.total": {"value": 1.99, "unit": "%"},
  "detailed_place_hpwl": {"value": 605, "unit": "µm"}
}
[registers in the layout, summed over array words and instances, names as in the netlist]
| signal | flops |
|---|---|
| swreg | 1 |
| cnt | 16 |
[routing by layer]
metal	wire, µm	track usage (%)	part of all wire [%]
met1	453	2.67	52
met2	340	2.80	39
met3	76	1.20	8.7
met4	0	0.125	0
met5	0	0	0
[where the power goes]
group / switching [mW] / internal [mW]
Sequential: 0 / 0.228
Clock: 0.0679 / 0.0950
Combinational: 0.000155 / 0.00120
[worst reg2reg max path: cells and delay by family, from the launching register on]
family / cells / cell delay [ns]
simple gates: 2 / 0.66
xor+xnor: 1 / 0.16
flops: 1 / 0.38
[logic make-up (layout without fill, tap and decap cells)]
group | Yosys count | count (layout)
XOR/XNOR | 14 | 14
adder cells (fa/ha/maj) | 1 | 1
buffers and inverters | 3 | 8
flip-flops | 17 | 17
AND/OR/NAND/NOR | 23 | 23
[Yosys cell counts (all sizes together)]
library cell and instances:
nor3 4, xor2 10, ha 1, inv 3, dfxtp 17, nand4 3, nand2 4, nor4 4
xnor2 4, nor2 3, nand3 5
[through the flow]
stage          hold slack (ns)  area (µm²)  setup WS, ns  util, %  total power, mW
2_1_floorplan            0.370         642          1.67        -            0.233
5_1_grt                  0.408         793          1.41     14.5            0.411
3_3_place_gp             0.380         752          1.53     13.7            0.234
6_report                 0.397         793          1.55     14.5            0.392
3_5_place_dp             0.385         752          1.53     13.7            0.234
4_1_cts                  0.399         793          1.52     14.5            0.400
[layout make-up]
type	count	area, µm²	area share, %
clock buffer	3	41.3	5.21
inverter	3	11.3	1.42
multi-input combinational	38	290	36.6
sequential	17	340	42.9
tap	72	90.1	11.4
timing repair buffer	2	20.0	2.52
[how the worst max path moves through the flow]
| stage | slack [ns] | depth (start not counted) | from | endpoint |
|---|---|---|---|---|
| CTS | 1.52 | 3 | cnt[2] | cnt[15] |
| global route | 1.41 | 3 | cnt[2] | cnt[15] |
| finish | 1.55 | 3 | cnt[2] | cnt[15] |
Power is estimated from default activity; no workload was simulated.
